===== config.mk =====
export PLATFORM = sky130hd
export DESIGN_NAME = controlpath
export DESIGN_NICKNAME = controlpath
export VERILOG_FILES = /design/flow/design.v
export SDC_FILE = /design/flow/constraint.sdc
export NUM_CORES = 4
export LEC_CHECK = 1
export CORE_AREA = 10 10 70 70
export DIE_AREA = 0 0 80 80

===== constraint.sdc =====
current_design controlpath

set clk_period 2.3
set clk_io_pct 0.2

create_clock -name clk0 -period $clk_period [get_ports {clk}]

set non_clock_inputs [all_inputs -no_clocks]
set_input_delay [expr $clk_period * $clk_io_pct] -clock clk0 $non_clock_inputs
set_output_delay [expr $clk_period * $clk_io_pct] -clock clk0 [all_outputs]

===== design.v =====
module ponyVGA
	(
		CLOCK_50,						 
		KEY,							 
		SW,
		HEX0,
		HEX2,
		VGA_CLK,   						 
		VGA_HS,							 
		VGA_VS,							 
		VGA_BLANK_N,						 
		VGA_SYNC_N,						 
		VGA_R,   						 
		VGA_G,	 						 
		VGA_B,   						 
		PS2_CLK, PS2_DAT,
	);
	input			CLOCK_50;				 
	input	[8:0]	KEY;	
	input [9:0] SW;
	output [6:0] HEX0;
	output [6:0] HEX2;
	output			VGA_CLK;   				 
	output			VGA_HS;					 
	output			VGA_VS;					 
	output			VGA_BLANK_N;				 
	output			VGA_SYNC_N;				 
	output	[7:0]	VGA_R;   				 
	output	[7:0]	VGA_G;	 				 
	output	[7:0]	VGA_B;   				 
    inout PS2_CLK;
    inout PS2_DAT;
	wire resetn;
	assign resetn = SW[9];
	wire start;
	assign start = SW[0];
	wire go;
	assign go = SW[0];
	wire [2:0] colour;
	wire [9:0] x;
	wire [8:0] y;
	wire writeEn, decrement, lost;
	vga_adapter VGA(
			.resetn(resetn),
			.clock(CLOCK_50),
			.colour(colour),
			.x(x),
			.y(y),
			.plot(writeEn),
			.VGA_R(VGA_R),
			.VGA_G(VGA_G),
			.VGA_B(VGA_B),
			.VGA_HS(VGA_HS),
			.VGA_VS(VGA_VS),
			.VGA_BLANK(VGA_BLANK_N),
			.VGA_SYNC(VGA_SYNC_N),
			.VGA_CLK(VGA_CLK));
		defparam VGA.RESOLUTION = "320x240";
		defparam VGA.MONOCHROME = "FALSE";
		defparam VGA.BITS_PER_COLOUR_CHANNEL = 1;
		defparam VGA.BACKGROUND_IMAGE = "./graphics/black.mif";
	reg move_up, move_down, move_left, move_right;
		always @(posedge CLOCK_50) begin
		if (!resetn) begin
			move_up <= 1'b0;
		end else begin
		   move_up <= ~KEY[0];
			move_left <= ~KEY[2];
			move_right <= ~KEY[1];
			move_down <= ~KEY[3];
		end
	end 
	wire StartPage, StartWait, GamePage, die_reset;
	wire [3:0]lives;
	wire [3:0] current_state;
	wire startDone, die, win, winPage;
	controlpath u0(.clk(CLOCK_50), .resetn(resetn), .go(go),.die(die),.startDone(startDone),
					.StartPage(StartPage), .StartWait(StartWait), .GamePage(GamePage), .writeEn(writeEn), .die_reset(die_reset), .lives(lives), .decrement(decrement), .current_state(current_state), .lost(lost), .win(win), .winPage(winPage));
	datapath data(.clk(CLOCK_50), .resetn(resetn), .writeEn(writeEn), .StartPage(StartPage), .StartWait(StartWait), .GamePage(GamePage), .move_up(move_up), .move_left(move_left), .move_right(move_right), .move_down(move_down),
					.X(x), .Y(y), .CLR(colour), .startDone(startDone), .die(die), .decrement(decrement), .lives(lives), .lost(lost), .win(win), .winPage(winPage));
	hex_decoder h0(.c(lives + 1), .display(HEX0[6:0]));
	hex_decoder h1(.c(current_state), .display(HEX2[6:0]));
endmodule
module controlpath(input clk, resetn, go, die, startDone, win, input [3:0] lives, output reg lost, winPage, StartPage, StartWait, GamePage, writeEn, die_reset, decrement, output reg [3:0]current_state);
   localparam START_PAGE = 4'b000,
			START_PAGE_WAIT = 4'b001,
			GAME_PAGE = 4'b010,
			WIN = 4'b011,
			DIE = 4'b100,
		   LOSE = 4'b101,
			DECREMENT = 4'b110;
	reg [3:0] next_state;
	always@(*)
	begin: state_table
        	case (current_state)
				START_PAGE: next_state = (go) ? START_PAGE_WAIT : START_PAGE;
				START_PAGE_WAIT:  next_state = (!go) ? GAME_PAGE : START_PAGE_WAIT;
				GAME_PAGE: begin 
if (die)
						begin
						next_state = DIE;
					end else if(win)
					begin
						next_state = WIN;
					end
					else
						begin
						next_state = GAME_PAGE;
					end		
				end 
				DIE: next_state = (lives > 4'd0 ) ? GAME_PAGE: LOSE;
				LOSE: next_state = LOSE;
				WIN: next_state = WIN;
        	default: next_state = START_PAGE;
			endcase
	end
	always @(*)
	begin: writeEn_signals
        writeEn = 1'b0; 
		  StartPage = 1'b0;
		  StartWait = 1'b0;
		  die_reset = 1'b0;
		  decrement = 1'b0;
		  lost = 1'b0;
		  winPage = 1'b0;
		case (current_state)
		   START_PAGE: begin
				StartPage = 1'b1;
				writeEn = 1'b1;
			end
			START_PAGE_WAIT: begin
				StartWait = 1'b1;
			end
			GAME_PAGE: begin
			   writeEn = 1'b1;
				GamePage = 1'b1;
			end
			DIE: begin
				decrement = 1'b1;
				end
			LOSE: begin
				lost = 1'b1;
				writeEn = 1'b1;
			end
			WIN: begin
				winPage = 1'b1;
				writeEn = 1'b1;
			end
		endcase
	end
	always@(posedge clk)
	begin: state_FFs
		if(!resetn) begin
			current_state <= START_PAGE;
				end
		else begin
			current_state <= next_state;
		end
	end  
endmodule
module datapath(input clk, resetn, writeEn, StartPage, StartWait, GamePage, move_up, move_left, move_right, move_down, die_reset, decrement, lost, winPage,
 output reg [9:0]X, output reg [8:0]Y, output reg [2:0]CLR, output reg startDone = 1'b0, output reg die = 1'b0, output reg [3:0]lives=4'd5, output reg win = 1'b0);
	reg [9:0] x_bg;
	reg [8:0] y_bg;
	wire [16:0] bg_address;
	wire [2:0] color_data, color_gamebg, color_pony, color_log, color_lost, color_win;
	wire enable, enable2;
	reg [2:0] color;
	reg [11:0] pony_address = 0;
	reg [10:0] log_address = 0;
	reg [9:0] x_pony_initial = 10'd50;
	reg [8:0] y_pony_initial = 9'd190;
	reg [9:0] x_log_initial = 10'd0;
	reg [8:0] y_log_initial =  9'd105;
	vga_address_translator startbg(x_bg, y_bg, bg_address);
	startbg startbg_inst (
        .address(bg_address),
        .clock(clk),
        .q(color_data)
    );
	gamebg gamebg_inst(
		.address(bg_address),
		.clock(clk),
		.q(color_gamebg)
	);
	smallpony1 pony_inst(
		.address(pony_address),
		.clock(clk),
		.q(color_pony)
	);
	log log_inst(
		.address(log_address),
		.clock(clk),
		.q(color_log)
	);
	gamelost lost_inst(
		.address(bg_address),
		.clock(clk),
		.q(color_lost)
	);
	gameWin win_inst(
		.address(bg_address),
		.clock(clk),
		.q(color_win)
	);
	always @(*)
		begin
			if(StartPage)
				begin
					color <= color_data;
				end
			else if(lost)
				begin
					color <= color_lost;
				end
			else if(winPage)
				begin
					color <= color_win;
				end
			else if (x_bg >= x_pony_initial && y_bg >= y_pony_initial && x_bg <= (x_pony_initial + 26) && y_bg <= (y_pony_initial + 28))
			   begin
				   pony_address <= (y_bg - y_pony_initial)*27 + (x_bg - x_pony_initial);
					if (color_pony != 3'b010) begin
					color <= color_pony;
					end
					else if(x_bg >= x_log_initial && y_bg >= y_log_initial && x_bg <= (x_log_initial + 59) && y_bg <= (y_log_initial + 29))begin
					color <= color_log;
					end
					else begin
					color <= color_gamebg;
					end
				end
			else if (x_bg >= x_log_initial && y_bg >= y_log_initial && x_bg <= (x_log_initial + 59) && y_bg <= (y_log_initial + 29))
			   begin
				   log_address <= (y_bg - y_log_initial)*60 + (x_bg - x_log_initial);
					color <= color_log;
				end
			else
				begin
					color <= color_gamebg;
				end
		end
	RateDivider #(.CLOCK_FREQUENCY(50000000),.SPEED(0.23)) RD_PONY(.ClockIn(clk), .Enable(enable));
	RateDivider #(.CLOCK_FREQUENCY(50000000), .SPEED(0.17)) RD_LOG(.ClockIn(clk), .Enable(enable2));
	always @(posedge enable)
	   begin
			if (!resetn || die) begin
			x_pony_initial <= 10'd50;
			y_pony_initial <= 9'd175;
			end else begin
				if (move_up && y_pony_initial > 79) begin
					y_pony_initial <= y_pony_initial - 80;
				end
				else if (move_left && x_pony_initial > 10) begin
					x_pony_initial <= x_pony_initial - 10;
				end
				else if (move_right && x_pony_initial < 290) begin
					x_pony_initial <= x_pony_initial + 10;
				end
				else if (move_down && y_pony_initial < 160) begin
					y_pony_initial <= y_pony_initial + 80;
				end
			end
		end
	always @(posedge enable2)
	   begin
			if (!resetn || die || x_log_initial >= 9'd260) begin
			x_log_initial <= 10'd0;
			y_log_initial <= 9'd105;
			end else begin
			x_log_initial <= x_log_initial + 1;
			end
		end
	always @(posedge clk)
		begin
			if(!resetn || StartWait || die_reset)
				begin
					x_bg <= 0;
					y_bg <= 0;
				end
			else if 
			(StartPage || GamePage || lost || winPage) begin
				if (x_bg == 10'd320 && y_bg != 9'd240) begin
					x_bg <= 0;
					y_bg <= y_bg + 1;
				end
				else if (x_bg == 10'd320 && y_bg == 9'd240) begin
					startDone <= 1'b1;
					x_bg <= 0;
					y_bg <= 0;
				end
				else begin
					x_bg <= x_bg + 1;
				end 
				if (writeEn) begin
				X <= x_bg;
				Y <= y_bg;
				CLR <= color;
				end
			end
		end
		always @(posedge enable)
		begin
			if(!resetn)
				begin
					lives <= 4'd5;
					die <= 0;
					win <= 0;
				end
			else if (66<= y_pony_initial+27 && y_pony_initial + 27 <= 169 && !(x_log_initial <= x_pony_initial+15 && x_pony_initial + 15 <= x_log_initial + 59)) begin
				die <= 1;	
			end
			else if(y_pony_initial + 26 < 66 && x_pony_initial >= 200) begin
				win <= 1;
			end
			else if(decrement) begin
				lives <= lives - 1;
				die <= 1'b0;
			end
		end
endmodule

===== run.sh =====
#!/bin/bash
# OpenROAD 26Q1-2900-gdf79404cd8, Yosys 0.63+post, stock flow scripts
make -C /OpenROAD-flow-scripts/flow DESIGN_CONFIG=/design/flow/config.mk WORK_HOME=/design/flow/orfs finish

==> results_dict.tcl <==
# implementation run metrics
set metrics [dict create \
    htree_num_levels 1 \
    vdd.ir_drop.worst_mv 0.0809 \
    top_ports 22 \
    final_antenna_net_count 0 \
    cp.depth 3 \
    count_of_yosys_warnings_during_synthesis 1 \
    synth.yosys.num_cells 32 \
    report.final.setup_viol 0 \
    power_density_mw_per_mm2 428 \
    share_of_async_settable_or_async_resettable_flops_after_synthesis_pct 0 \
    gp_congestion 0.732 \
    synth.largest_area_cell "sky130_fd_sc_hd__dfxtp_1" \
    biggestRegsByFlops "current_state: 3 flops" \
    max_clock_freq_ghz 0.491 \
    ys_top_cells_by_area "sky130_fd_sc_hd__dfxtp_1 (24%), sky130_fd_sc_hd__buf_4 (9.0%), sky130_fd_sc_hd__and2_2 (6.0%)" \
    slowest_stage "sky130_fd_sc_hd__dfxtp_1" \
    simple_gate_share_pct 36.5 \
    drt-vias-per-instance 2.79 \
    p_leak_nw 0.161 \
    drt_iter0_markers 17 \
    clockRootBuffer "sky130_fd_sc_hd__clkbuf_4" \
    critical_path.startpoint "current_state[1]" \
    numCtsBuffers 3 \
    timing.clock.skew_ns 0.000811 \
    cpPeakStageDelay_ns 0.48 \
    fp.coreArea_mm2 0.00342 \
    clock_insertion_delay_worst_skew_ns 0.23 \
    grt_usage_pct 2.57 \
    critical_path.max_fanout 10 \
    synth_area_um2 250 \
    cp_num_buf_inv 1 \
    clkSinkCount 3 \
    aoi_share_pct 21.5 \
    setup.worst_path.start_class "register" \
    num_antenna_cells 0 \
    slew_violations 0 \
    yosys.stat.chipArea_um2 250 \
    synth_flops 3 \
    clk_pin_slew_ns 0.04 \
    rsz0062_at_grt "false" \
    post_layout_minimum_cycle_time_ns 2.04 \
    detail_route.wirelength_um 820 \
    syn_avg_cell_area_um2 7.82 \
    n_fill_cell 397 \
    worstPathRequired_ns 1.84 \
    ys_sh_xor_pct 0 \
    setup.worst_path.end_class "primary output" \
    holdCritStartpoint "current_state[1]" \
    worstHoldPathType "register to register" \
    synth.lib_cells_used.distinct 21 \
    largest_register_ff_count 3 \
    die-height_um 80 \
    post_cts_hold_buffer_count 0 \
    layout_top_cell_excl_fill_tap "sky130_fd_sc_hd__clkdlybuf4s50_1" \
    worstPathArrival_ns 1.58 \
    num_rows 21 \
    ys_sh_mux_pct 0 \
    final_hold_viol_count 0 \
    die_width_um 80 \
    via_count_of_the_first_global_routing_pass 280 \
    period_used_pct 88.6 \
    total_grt_overflow 0 \
    detailed_place_hpwl_um 710 \
    cts_buffer_depth 2 \
    portBuffers 17 \
    largest_register_by_flop_count "current_state" \
    ff2ff_path_depth 2 \
    grt_pass1_wl_mm 1.29 \
    ff_type "sky130_fd_sc_hd__dfxtp_1" \
    hold-path-cell-count 2 \
    synthDominantCellAreaShare_pct 24.0 \
    yosys.area_share.adder_pct 0 \
    setup_tns_ns 0 \
    avg_wl_per_cell_um 8.54 \
    post-cts-setup-buffer-count 0 \
    vias 268 \
    post_cts_resize_count 0 \
    grt_max_degree 11 \
    chip_footprint_mm2 0.00640 \
    initCoreUtil_pct 7.33 \
    worstSetupPathType "register to primary output" \
    synthTopLogicFamily "simple AND/OR/NAND/NOR gates" \
    tritoncts "yes" \
    first_pass_iters 4 \
    layout-drive-gt1-share_pct 16.0 \
    run_status "finished, final reports clean" \
    antenna_found_initial 0 \
    synthesis.instances 32 \
    setup_slack_ns 0.262 \
    cp_top_family "flip-flops" \
    max_cap_viol_count 0 \
    log.warning_count 26 \
    remaining_drc_errors 0 \
    worst_r2r_startpoint "current_state[1]" \
    layout.cells.most_common_list "sky130_fd_sc_hd__clkdlybuf4s50_1 (17), sky130_fd_sc_hd__nor2_1 (3), sky130_fd_sc_hd__conb_1 (3), sky130_fd_sc_hd__clkbuf_4 (3), sky130_fd_sc_hd__dfxtp_1 (3)" \
    placement.setup.worst_slack_ns 0.494 \
    post_synth_edffs 0 \
    cp_cell_sequence "and2b_2 -> and2_2 -> clkdlybuf4s50_1" \
    flow.area_growth_from_synthesis_pct 89.5 \
    register_share_after_synthesis_pct 24.0 \
]
==> stage by stage <==
stage	hold slack, ns	instances	instance area (µm²)	total power, W	utilization [%]
2_1_floorplan	0.573	33	254	0.0000817	-
3_3_place_gp	0.595	92	448	0.000113	13.1
3_5_place_dp	0.611	92	448	0.000114	13.1
4_1_cts	0.617	96	474	0.000211	13.9
5_1_grt	0.679	96	474	0.000223	13.9
6_report	0.613	96	474	0.000203	13.9
==> cells in the mapped netlist (2+ instances only) <==
cell                      number
sky130_fd_sc_hd__and2_2        2
sky130_fd_sc_hd__buf_4         3
sky130_fd_sc_hd__conb_1        2
sky130_fd_sc_hd__dfxtp_1       3
sky130_fd_sc_hd__nor2_1        3
sky130_fd_sc_hd__nor2b_1       2
sky130_fd_sc_hd__nor3_1        2
sky130_fd_sc_hd__o21ai_0       2
==> worst reg2reg max path, cell delays in order, from the launching register on <==
cell                      delay [ns]
sky130_fd_sc_hd__dfxtp_1        0.48
sky130_fd_sc_hd__and2b_2        0.28
sky130_fd_sc_hd__a32o_1         0.25
==> where the power goes <==
part           switching, W  leakage, nW  internal (W)  total (W)
combinational     0.0000133        0.122     0.0000370  0.0000502
clock             0.0000259       0.0150     0.0000649  0.0000908
sequential       0.00000651       0.0246     0.0000554  0.0000619
total             0.0000457        0.161      0.000157   0.000203
==> cell families after synthesis <==
kind of cell / count (synthesis)
flip-flops: 3
AND-OR/OR-AND: 7
AND/OR/NAND/NOR: 15
other: 2
buffers and inverters: 5
==> path summary, 6_finish.rpt <==
kind | endpoint | slack, ns
worst max-delay path | lost | 0.26
worst min-delay path | current_state[2] | 0.61
worst max register to register | current_state[1] | 1.18
worst min register to register | current_state[2] | 0.61
==> metal layers <==
metal	global-route usage (%)	wire length [µm]	up-vias
li1	-	-	142
met1	2.92	344	109
met2	3.05	274	17
met3	3.07	201	0
met4	0.352	0	0
met5	0	0	-
==> cell type report <==
class | count | area (µm²) | area share [%]
multi-input cells | 25 | 156 | 33.0
inverters | 1 | 3.75 | 0.792
flip-flops and latches | 3 | 60.1 | 12.7
well taps | 46 | 57.6 | 12.1
clock buffers | 4 | 26.3 | 5.54
repair buffers | 17 | 170 | 35.9
Power and IR drop assume default switching activity.
